[run.sh]
#!/bin/bash
# OpenROAD 26Q1-2900-gdf79404cd8, Yosys 0.63+post, stock flow scripts
make -C /OpenROAD-flow-scripts/flow DESIGN_CONFIG=/design/flow/config.mk WORK_HOME=/design/flow/orfs finish
[config.mk]
export PLATFORM = sky130hd
export DESIGN_NAME = Signal_generator
export DESIGN_NICKNAME = Signal_generator
export VERILOG_FILES = /design/flow/design.v
export SDC_FILE = /design/flow/constraint.sdc
export NUM_CORES = 4
export LEC_CHECK = 1
export CORE_UTILIZATION = 50
[constraint.sdc]
current_design Signal_generator

set clk_period 8.1
set clk_io_pct 0.2

create_clock -name clk0 -period $clk_period [get_ports {CLOCK_50}]

set non_clock_inputs [all_inputs -no_clocks]
set_input_delay [expr $clk_period * $clk_io_pct] -clock clk0 $non_clock_inputs
set_output_delay [expr $clk_period * $clk_io_pct] -clock clk0 [all_outputs]
[design.v]
module  Signal_generator(
				 CLOCK_50 ,
				 signal,data,data_rec,data_rec1
					);
input CLOCK_50 ;
output [15:0] signal;
input[0:3]data;
output[3:0]data_rec;
output[3:0]data_rec1;
reg [15:0] signal;  
reg [31:0] i;
cdma cdma_ins(CLOCK_50,data,data_rec,data_rec1);
always@(posedge CLOCK_50)
begin
signal <=data_rec;
end	
endmodule
module cdma(CLOCK_50,data,data_rec,data_rec1,signal_tx);
input[0:3] data; 
reg [0:3]chip =4'b0011;  
reg [0:3]chip1=4'b0100;  
reg[1:0] out;  
reg[1:0] out1; 
input CLOCK_50;
reg[31:0] i=0;
reg[31:0] j=0;
reg[31:0] m=0;
reg[31:0] count=0;
reg[31:0]sync=0;  
wire signed [1:0] signal1;  
wire signed [1:0] signal2;  
output wire signed [2:0] signal_tx; 
output wire  data_rec;  
output wire  data_rec1; 
reg signed [2:0] despread=0;
reg signed [2:0] ndespread;
reg signed [2:0] despread1=0;
reg signed [2:0] ndespread1;
reg[1:0] positive_vol=2'b01; 
reg[1:0] negative_vol=2'b11; 
always@(posedge CLOCK_50)
begin
if(sync>1)
begin
out<=data[i]^chip[j];  
out1<=data[i]^chip1[j]; 
j<=j+1;
if(j>=3)
	begin
		i<=i+1;
		j<=0;
		if(i>=3)
			begin
				i<=0;
			end	
	end
end
else
begin
sync<=sync+1;
end
end
assign signal1=(out==0)?negative_vol:positive_vol;  
assign signal2=(out1==0)?negative_vol:positive_vol; 
assign signal_tx=signal1+signal2;  
always@(posedge CLOCK_50)
begin
if(count>2)
begin
	despread<=(chip[m]==1)?(despread-(signal_tx)):(despread+(signal_tx));  
	despread1<=(chip1[m]==1)?(despread1-(signal_tx)):(despread1+(signal_tx));  
	m<=m+1;
	if(m>=3)
	begin
		ndespread<=despread;  
		ndespread1<=despread1; 
		despread<=0;
		despread1<=0;
		m<=0;
	end	
end
else
	count<=count+1;
end
assign data_rec=(ndespread>0)?1'b1:1'b0;  
assign data_rec1=(ndespread1>0)?1'b1:1'b0;   
endmodule
==> CHANGELOG.md <==
### Implementation results

- Status: complete, no violations
- Die Size: 15200 sq um
- Yosys cell types: 36
- Async S/R FF share, synth: 0
- Setup CP Type: reg2out
- Cell Rows: 44
- Crit path max-delay family: buffers and inverters
- Data arrival, critical path: 1.40 ns
- Layout cells sized above 1: 0.0751
- Clock Skews: 0.00865 ns
- Post-synthesis sequential area ratio: 0.695
- Total Neg Setup Slack: 0 ns
- Cell Area, Synth: 7380 sq um
- Slew @ Worst Pin: 0.825 ns
- Vias/cell: 4.84
- Fmax achieved: 332 MHz
- Clk slew on worst S/H paths: 0.06 ns
- # fillers: 1097
- Non-Filler Instances: 810
- GR Overflow Total: 0
- Antenna Violating Nets Remaining: 0
- Top area contributor share: 0.692
- Hold Fails Final Rpt: 0
- Cell area leaders: edfxtp_1 69%, xnor2_1 6.8%, nor4_1 2.9%
- Die X: 123 microns
- Layout area overhead: 15.0%
- P per Cell Area: 204 nW/um^2
- CP Max Fanout: 2
- Hold_buf cts: 0
- EDFF count, synth: 170
- First DRT Iteration DRCs: 276
- Drt drc: 0
- Yosys warns: 4
- Vias in the first global route: 3636
- CTS buffer count: 17
- Synth flops: 171
- First-pass GRT wire length: 16800 microns
- Routed len/inst: 12.2 microns
- Fp util: 0.509
- Final slew viol count: 0
- CP startpoint kind: flip-flop
- Die H: 123 microns
- Pin count of the biggest net entering global routing: 37
- Worst vdd ir: 0.158 mV
- Initial antenna violation count: 0
- WP buf/inv: 1
- Root buffer cell: clkbuf_16
- Final min period: 3.02 ns
- Longest Clk Path Bufs: 2
- Gr usage total: 0.154
- Min-delay worst type: reg2reg
- Postcts setup bufs: 0
- Vias: 3918
- DR pass1 iterations: 4
- CTS HTree Levels: 4
- Tcrit/Tclk final: 0.372
- Setup-failing EPs final: 0
- Yosys cell count: 505
- Cell taking the most area after synthesis: edfxtp_1
- Top-count cell post-synth: edfxtp_1
- Core area: 14500 sq um
- Clock latency on the worst-skew pair: 0.41 ns
- RSZ-0062 raised after global routing: no
- Slew Limit Headroom: 0.445
- Worst setup EP type: output pin
- OpenROAD warnings: 29
- Ant diodes: 0
- I/O Buffers: 7
- Max Cap Violations: 0
- Crit-path cells: nor2b_1 -> clkdlybuf4s50_1
- Gp weighted congestion: 0.833
- Yosys stat area: 7380 sq um
- Inst Count DP: 778
- Slowest CP cell: clkdlybuf4s50_1
- Crit path DRT: 6.48 ns
- Synth top cells by count: 170 x edfxtp_1, 57 x xnor2_1, 36 x nand3_1
- CTS tree: built
- Static Leak: 3.02 nW
- Dominant flop cell: edfxtp_1
- DP Wirelength: 6400 microns
- Worst path max stage delay: 0.47 ns
- Post_cts resized: 0
- Mapped Cells: 505
- Avg Cell Area, Syn: 14.6 sq um
- Routed Wire Length: 9900 microns
- I/O pin total: 29
- Clk sinks: 171
[flip-flops by register name, summed over array words and instances, names as in the netlist]
| signal | cells |
|---|---|
| cdma_ins.ndespread1 | 2 |
| cdma_ins.j | 32 |
| signal | 1 |
| cdma_ins.out | 1 |
| cdma_ins.i | 32 |
| cdma_ins.sync | 32 |
| cdma_ins.despread1 | 2 |
| cdma_ins.despread | 2 |
| cdma_ins.m | 32 |
| cdma_ins.count | 32 |
| cdma_ins.out1 | 1 |
| cdma_ins.ndespread | 2 |
[path summary, 6_finish.rpt]
check / from / to / slack (ns) / cells after the start
hold / removal: cdma_ins.ndespread[2]$_DFFE_PP_ / signal[0]$_DFF_P_ / 0.42 / 1
setup / recovery: cdma_ins.ndespread[2]$_DFFE_PP_ / data_rec[0] / 5.08 / 2
setup reg to reg: cdma_ins.sync[14]$_DFFE_PP_ / cdma_ins.j[31]$_SDFFCE_PP0N_ / 5.27 / 6
hold reg to reg: cdma_ins.ndespread[2]$_DFFE_PP_ / signal[0]$_DFF_P_ / 0.42 / 1
[final cells by class]
class                           count  area (sq um)  area share
Sequential cell                   171          5120       0.604
Tap cell                          184           230      0.0272
Clock buffer                       19           433      0.0511
Timing Repair Buffer               12           108      0.0127
Inverter                           21          78.8     0.00930
Multi-Input combinational cell    390          2380       0.281
Clock inverter                     13           120      0.0142
[routing by layer]
metal / share of wire / vias up / track usage
li1: - / 2007 / -
met1: 0.49 / 1830 / 0.274
met2: 0.44 / 72 / 0.219
met3: 0.048 / 9 / 0.0424
met4: 0.016 / 0 / 0.0188
met5: 0 / - / 0
[stage by stage]
stage / utilization / total power, mW / setup WS, ns / area, sq um / hold WS [ns]
floorplan: - / 1.00 / 2.90 / 7770 / 0.396
global placement: 0.547 / 1.00 / 4.96 / 7930 / 0.407
detailed placement: 0.547 / 1.00 / 4.93 / 7930 / 0.426
CTS: 0.586 / 1.75 / 5.05 / 8480 / 0.430
global route: 0.586 / 1.79 / 4.94 / 8480 / 0.467
finish: 0.586 / 1.73 / 5.08 / 8480 / 0.424
[layout by cell type (no fill, tap or decap), types with 17 or more instances in the layout]
cell / n
edfxtp_1: 170
clkbuf_16: 17
nand2_1: 20
xnor2_1: 57
nor4_1: 34
inv_1: 21
conb_1: 105
nand3_1: 36
nand4_1: 24
nor2_1: 28
[cell families (layout without fill, tap and decap cells)]
logic type                 Yosys count  count (layout)  share of synthesized area
adders and majority gates           15              15                     0.0254
AOI/OAI and AO/OA                    3               3                    0.00407
other                                1             105                   0.000508
DFF                                171             171                      0.695
muxes                                3               3                    0.00407
xor gates and xnor gates            72              72                     0.0855
buffers and inverters               48              65                     0.0365
and+or+nand+nor                    192             192                      0.149
[report_power, final]
group	leakage [nW]	total [mW]	switching (mW)	internal (mW)
logic	1.03	0.00846	0.00548	0.00298
registers	1.73	0.974	0.00189	0.972
clock network	0.257	0.748	0.323	0.425
Power is estimated from default activity; no workload was simulated.
