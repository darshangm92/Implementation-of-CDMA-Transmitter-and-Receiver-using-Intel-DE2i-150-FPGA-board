==> flow/design.v <==
module VGA_Controller(reset,
                      		     vga_clk,
                      		     BLANK_n,
                      		     HS,
                      		     VS,
		    		     CoorX,
		     		     CoorY);
input reset;
input vga_clk;
output reg BLANK_n;
output reg HS;
output reg VS;
output [10:0] CoorX;
output [9:0] CoorY;
parameter hori_line  =800;        
parameter hori_back  =48;
parameter hori_front = 16;
parameter vert_line  =525;       
parameter vert_back  = 33;
parameter vert_front = 10;
parameter H_sync_cycle =96 ;
parameter V_sync_cycle =2 ;
reg  [10:0] h_cnt;
reg  [9:0] v_cnt;
wire cHD,cVD,cDEN,hori_valid,vert_valid;
assign CoorX  = (h_cnt<(hori_line-hori_front)&& h_cnt>=hori_back+H_sync_cycle ) ? h_cnt-hori_back-H_sync_cycle : 11'd640;
assign CoorY  = (v_cnt<(vert_line-vert_front)&& v_cnt>=vert_back+V_sync_cycle) ? v_cnt-vert_back-V_sync_cycle : 10'd480; 
always@(negedge vga_clk,posedge reset)
begin
  if (reset)
  begin
     h_cnt<=11'd0;
     v_cnt<=10'd0;
  end
    else
    begin
      if (h_cnt==hori_line-1)
      begin 
         h_cnt<=11'd0;
         if (v_cnt==vert_line-1)
            v_cnt<=10'd0;
         else
            v_cnt<=v_cnt+1;
      end
      else
         h_cnt<=h_cnt+1;
    end
end
assign cHD = (h_cnt<H_sync_cycle)?1'b0:1'b1;
assign cVD = (v_cnt<V_sync_cycle)?1'b0:1'b1;
assign hori_valid = (h_cnt<(hori_line-hori_front)&& h_cnt>=hori_back+H_sync_cycle)? 1'b1:1'b0 ;
assign vert_valid = (v_cnt<(vert_line-vert_front)&& v_cnt>=vert_back+V_sync_cycle)? 1'b1:1'b0 ;
assign cDEN = (hori_valid && vert_valid);
always@(negedge vga_clk)
begin
  HS<=cHD;
  VS<=cVD;
  BLANK_n<=cDEN;
end
endmodule
==> flow/run.sh <==
#!/bin/bash
# OpenROAD 26Q1-2900-gdf79404cd8, Yosys 0.63+post, stock flow scripts
make -C /OpenROAD-flow-scripts/flow DESIGN_CONFIG=/design/flow/config.mk WORK_HOME=/design/flow/orfs finish
==> flow/config.mk <==
export PLATFORM = sky130hd
export DESIGN_NAME = VGA_Controller
export DESIGN_NICKNAME = VGA_Controller
export VERILOG_FILES = /design/flow/design.v
export SDC_FILE = /design/flow/constraint.sdc
export NUM_CORES = 4
export LEC_CHECK = 1
export CORE_AREA = 10 10 99 99
export DIE_AREA = 0 0 109 109
==> flow/constraint.sdc <==
current_design VGA_Controller

set clk_period 2.9
set clk_io_pct 0.2

create_clock -name clk0 -period $clk_period [get_ports {vga_clk}]

set non_clock_inputs [all_inputs -no_clocks]
set_input_delay [expr $clk_period * $clk_io_pct] -clock clk0 $non_clock_inputs
set_output_delay [expr $clk_period * $clk_io_pct] -clock clk0 [all_outputs]
==> flow_summary.yaml <==
# flow metrics
pwr:
  p_comb_share_pct: 1.8
  power_switching_share_pct: 20.71
  power.total_uw: 570.7
  powerDensity_nw_per_um2: 211.6
  pwr-share-seq_pct: 58.8
  p_int_uw: 452.5
  leakagePower_uw: 0.001373
  peakVddDrop_v: 0.0001830
  p_switching_uw: 118.2
  pwr-share-clk_pct: 39.3
global_routing:
  grt_max_degree: 22
  grt_pass1_vias: 1557
  gr-total-overflow: 0
  antenna_found_initial: 0
  grt_usage_pct: 7.800
  grt_pass1_wl_mm: 7.645
layout:
  final_cells: 373
  drive_gt1_share_pct: 51.29
  fillers: 761
  area_growth_pct: 62.76
clocking:
  clk_path_buf_depth: 2
  root_buffer: "clkbuf_8"
  hold_buffers: 0
  htree_levels: 1
  clk_latency_ns: 0.33
  clkSlewWorstSetupHoldPaths_ns: 0.06
  numCtsBuffers: 3
  clkSinkCount: 24
  cts_tree: "yes"
yosys:
  yosys_cells: 176
  synth-warning-count: 1
  syn_inst: 176
  synth-main-ff-cell: "dfrtn_1"
  seq_area_frac_synth_pct: 35.35
  synth_chip_area_sq_um: 1657
  ys_types: 47
  synth_area_per_cell_sq_um: 9.412
  ys.flops: 24
  edf_count: 0
  syn_area_sq_um: 1657
  synthArstFlopShare_pct: 87.50
drt:
  routed_via_density: 4.257
  avgRoutedWirePerCell_microns: 12.14
  wl_met3_microns: 176
  highest_layer: "met4"
  wl_met1_mm: 2.086
  totalWireLength_mm: 4.528
  num_vias: 1588
  insertedDiodeCount: 0
  drc: 0
  first_iter_violations: 83
  wl_met2_mm: 2.197
  drtAntennaViolNets: 0
  drt-pass1-iter-count: 4
place:
  dpl.hpwl_mm: 3.388
  port_buffers: 25
  gp_congestion: 0.8937
  dp.cells: 343
worst_setup_path:
  cp.required_ns: 2.32
  worstReg2RegEnd: "v_cnt[2]"
  crit_path_end_kind: "primary output"
  crit_type: "reg -> out"
  r2r_start: "h_cnt[1]"
  reg2regPathDepth: 6
  reg2reg_slack_ns: 0.77
  worstSetupStartpointType: "register"
  cp.arrival_ns: 3.43
  crit_path_max_fanout: 5
timing:
  final.setup.worst_slack_ns: -1.114
  setup_tns_ns: -19.82
  setup_viol: 21
  rsz0062_at_grt: "yes"
  fin_skew_ns: 0.05662
  slew_headroom_pct: 61.20
  hold_viol: 0
  tightest_slew_ns: 0.5789
  maxSlewViolCount: 0
floorplanning:
  die_w_microns: 109
  rows: 32
  chipArea_sq_um: 11880
  ios: 26
  coreArea_sq_um: 7727
  fp_util_pct: 21.44
  dieHeight_microns: 109
worst_hold_path:
  hold_start: "v_cnt[9]"
  worstHoldPathType: "reg -> reg"
  min_to: "v_cnt[9]"
  min_path_cells: 2
flow_run:
  warnings: 34
  maxCapViolations: 0
status:
  status: "finished, violations left"
  violations: "negative setup slack"
-- critical path, stage by stage (launching register included) --
cell and delay (ns):
dfrtn_1 0.49, inv_2 0.07, ha_4 0.16, nor2b_4 0.12, a2111oi_4 0.37, nor3_2 0.11
buf_4 0.14, and3_4 0.14, buf_6 0.10
-- per-stage QoR --
step | instance area [sq um] | utilization, % | worst slack [ns] | hold slack, ns
after floorplan | 1714 | - | -0.5443 | 0.4055
after global placement | 2406 | 31.14 | -1.001 | 0.5414
after detailed placement | 2406 | 31.14 | -1.018 | 0.5465
after CTS | 2614 | 33.82 | -1.078 | 0.5465
after global routing | 2696 | 34.89 | -1.202 | 0.5749
final | 2696 | 34.89 | -1.114 | 0.5524
-- metal layers --
layer | vias to the layer above | track usage, %
met5 | - | 0
met4 | 0 | 1.224
met3 | 6 | 1.792
met2 | 31 | 12.90
met1 | 752 | 10.39
li1 | 799 | -
-- layout by cell type, fill, tap and decap left out, drive strengths merged, types with 5 or more instances in the layout --
cell type | Yosys | layout
xnor2 | 12 | 12
nand2 | 14 | 14
inv | 9 | 11
o21ai | 10 | 10
ha | 6 | 6
buf | 9 | 94
nand3 | 9 | 9
dfrtn | 21 | 21
nor3 | 8 | 8
and3 | 5 | 5
xor2 | 6 | 6
nor2 | 18 | 18
-- synth_stat cells, drive strengths merged (5+ instances only) --
cell type	n	area, sq um
nor2	18	67.56
o21ai	10	50.05
xor2	6	52.55
nor3	8	66.32
nand3	9	45.04
nand2	14	52.55
xnor2	12	105.1
and3	5	31.28
buf	9	60.06
ha	6	75.07
inv	9	33.78
dfrtn	21	525.5
-- final cells by class --
type	instances	area, sq um	share of cell area [%]
Tap cell	102	127.6	4.733
Inverter	8	30.03	1.114
Clock inverter	3	11.26	0.4176
Timing Repair Buffer	98	775.7	28.77
Multi-Input combinational cell	134	1116	41.39
Clock buffer	4	48.80	1.810
Sequential cell	24	586.8	21.76
-- worst max-delay path by stage --
stage,from,end,slack (ns)
after global routing,h_cnt[5],CoorX[10],-1.20
after CTS,h_cnt[5],CoorX[0],-1.08
final,h_cnt[5],CoorX[10],-1.11
-- power groups by stage --
| stage | combinational [uW] | sequential (uW) | clock (uW) |
|---|---|---|---|
| CTS | 11.3 | 336 | 232 |
| global route | 12.4 | 336 | 250 |
| finish | 10.5 | 336 | 224 |
-- repair_timing --
action	4_1_cts	5_1_grt
cloned	0	0
resized	92	17
setup endpoints to repair	24	23
buffers inserted	21	3
pin swaps	22	12
-- kinds of logic after synthesis --
family | synth area share (%)
AND-OR/OR-AND | 12.54
XOR/XNOR | 9.517
adder cells (fa/ha/maj) | 4.532
buffers and inverters | 5.665
flip-flops | 35.35
multiplexers | 0.6043
AND/OR/NAND/NOR | 31.80
-- sequential cells by signal, indices dropped and copies added (netlist names) --
signal	cells
h_cnt	11
v_cnt	10
BLANK_n	1
HS	1
VS	1
Power is estimated from default activity; no workload was simulated.
